==> flow/design.v <==
module forwarding_ID_EX (
    input  logic        clk,
    input  logic        rst_n,
    input  logic        stall_in,
    input  logic [31:0] wb_data_in,
    input  logic [4:0]  wb_addr_in,
    input  logic        wb_valid_in,
    input  logic [4:0]  rs1_addr,
    input  logic [4:0]  rs2_addr,
    input  logic [31:0] rs1_data_rf,
    input  logic [31:0] rs2_data_rf,
    output logic [31:0] rs1_data_out,
    output logic [31:0] rs2_data_out,
    output logic        hazard_detected
);
    always_comb begin
        if (wb_valid_in && (wb_addr_in == rs1_addr) && (rs1_addr != 5'b0)) begin
            rs1_data_out = wb_data_in;   
        end else begin
            rs1_data_out = rs1_data_rf;  
        end
    end
    always_comb begin
        if (wb_valid_in && (wb_addr_in == rs2_addr) && (rs2_addr != 5'b0)) begin
            rs2_data_out = wb_data_in;   
        end else begin
            rs2_data_out = rs2_data_rf;  
        end
    end
    assign hazard_detected = 1'b0;  
endmodule
==> flow/run.sh <==
#!/bin/bash
# OpenROAD 26Q1-2900-gdf79404cd8, Yosys 0.63+post, stock flow scripts
make -C /OpenROAD-flow-scripts/flow DESIGN_CONFIG=/design/flow/config.mk WORK_HOME=/design/flow/orfs finish
==> flow/config.mk <==
export PLATFORM = sky130hd
export DESIGN_NAME = forwarding_ID_EX
export DESIGN_NICKNAME = forwarding_ID_EX
export VERILOG_FILES = /design/flow/design.v
export SDC_FILE = /design/flow/constraint.sdc
export NUM_CORES = 4
export LEC_CHECK = 1
export CORE_AREA = 10 10 103 103
export DIE_AREA = 0 0 113 113
==> flow/constraint.sdc <==
current_design forwarding_ID_EX

set clk_period 5.9
set clk_io_pct 0.2

create_clock -name clk0 -period $clk_period

set non_clock_inputs [all_inputs -no_clocks]
set_input_delay [expr $clk_period * $clk_io_pct] -clock clk0 $non_clock_inputs
set_output_delay [expr $clk_period * $clk_io_pct] -clock clk0 [all_outputs]
==> results.ini <==
[worst_hold_path]
hold_end=rs1_data_out[19]
min_path_type=in -> out
holdPathStages=3
hold_path.startpoint=rs1_data_rf[19]

[detailed_routing]
met1_length_mm=2.21
diodes=0
vias=1394
met2_length_mm=2.97
wl_met3_um=802
wl_mm=5.98
top_layer=met3
antenna_left=0
viasPerCell=3.77
drt-pass1-iter-count=4
drtIter0Drc=37
routedWlPerCell_um=16.2
route.detailed.drc=0

[floorplan]
fp_util=0.145
rows=33
core_mm2=0.00830
die_w_um=113
dieArea_mm2=0.0128
fp.dieH_um=113
num_io_pins=180

[placement]
port_buffers=176
dp_hpwl_mm=5.54
post_dp_cell_area_mm2=0.00306
gp_congestion=0.706

[sta]
rsz0062_at_grt=no
max_freq_ghz=0.215
finalCritPeriodShare=0.788
worst_slew_pin_slew_ps=495
finalSetupViolCount=0
timing.hold.ws_ps=3390
period_minus_slack_ps=4650
slew_violations=0
slew_headroom=0.665
finalHoldViolCount=0
tns_ps=0

[grt]
grt_pass1_wl_mm=8.66
grt_overflow_total=0
grt.total_usage=0.0820
grt_pass1_vias=1516
antenna_found_initial=0
grt_start_max_net_pins=19

[worst_setup_path]
crit_path_cell_trace=clkdlybuf4s50_1 -> xnor2_1 -> nand3_1 -> a211oi_4 -> buf_4 -> mux2_2 -> clkdlybuf4s50_1
cp-start-kind=input pin
crit_fanout=18
worst_ep_required_time_ps=4720
endpoint_kind=primary output
setup.worst_path.start=wb_addr_in[3]
crit_family=buffers and inverters
path_class=in -> out
crit_top_cell=clkdlybuf4s50_1
timing.critical_path.buf_inv=3
cpMaxStageDelayCell=clkdlybuf4s50_1
arrival_ps=3470
critical-path-max-stage-delay_ps=590

[layout]
seq_area_um2=0
lay_top_count=clkdlybuf4s50_1
n_fill_cell=813
post_route_cells_drive_above_1_share=0.275
area_growth_pct=155
nClkBuffers=0
seq_cell_count=0
fin_util=0.368
final_area_mm2=0.00306
logic_area_mm2=0.00113
final_cell_mix=clkdlybuf4s50_1 (176), mux2_4 (60), xnor2_1 (6)

[clock_tree]
ctsResizeCount=0
postCtsSetupRepairBufs=0
ctsHoldBuffers=0

[outcome]
status=finished, final reports clean

[yosys]
ys_area_mm2=0.00120
avgSynthCellArea_um2=13.0
yosys_warnings=1
ys_cells=92
synth_cell_types=14
synth_area_mm2=0.00120
synth_seq_share=0
syn_inst=92

[flow_run]
cap_violations=0
warning_count=35

[power]
peakVddDrop_v=0.0000208
power_density_mw_per_mm2=59.5
p_leak_nw=1.18

==> per-stage QoR <==
stage               power [mW]  cells  setup slack, ps
floorplan               0.0482     92             2400
global placement         0.184    370             1230
detailed placement       0.185    370             1220
CTS                      0.186    370             1210
global route             0.195    370             1120
finish                   0.182    370             1250
==> area by class of cell <==
| cell class | count | share of cell area |
|---|---|---|
| Timing Repair Buffer | 180 | 0.586 |
| Tap cell | 105 | 0.0430 |
| Multi-Input combinational cell | 85 | 0.371 |
==> layer usage <==
layer | vias up | GRT usage
met2 | 95 | 0.147
met3 | 0 | 0.0422
met1 | 612 | 0.0889
met4 | 0 | 0
li1 | 687 | -
met5 | - | 0
==> synth_stat cells <==
library cell	number	area, um^2
mux2_2	4	45.0
xnor2_2	2	32.5
buf_4	1	7.51
nor2_1	2	7.51
o41ai_1	1	8.76
o41ai_2	1	16.3
buf_6	6	67.6
mux2_4	60	901
a211oi_2	1	12.5
nand2_1	4	15.0
xnor2_1	6	52.6
conb_1	1	3.75
nand3_1	2	10.0
a211oi_4	1	20.0
==> power breakdown <==
| part | total (mW) | switching, mW | internal (mW) | leakage (nW) |
|---|---|---|---|---|
| logic | 0.182 | 0.0360 | 0.146 | 1.18 |
| clock network | 0 | 0 | 0 | 0 |
| registers | 0 | 0 | 0 | 0 |
==> tightest hold or removal path, cell delays in order <==
cell and delay, ps:
clkdlybuf4s50_1 450, mux2_4 130, clkdlybuf4s50_1 450
==> cell families (layout without fill, tap and decap cells) <==
family	count (synthesis)	in the layout	synth area share
other	1	1	0.00313
AOI/OAI and AO/OA	4	4	0.0480
buffers and inverters	7	180	0.0626
xor gates and xnor gates	8	8	0.0709
and+or+nand+nor	8	8	0.0271
muxes	64	64	0.788
==> worst max path at each step <==
stage                 end  slack, ps  depth (start not counted)
5_1_grt   rs2_data_out[0]       1120                          7
6_report  rs2_data_out[0]       1250                          7
4_1_cts   rs2_data_out[0]       1210                          7
Power figures rest on the tool's default switching activity, not on a simulated workload.
