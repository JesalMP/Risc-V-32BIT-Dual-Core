### /design/flow/config.mk
export PLATFORM = sky130hd
export DESIGN_NAME = IF_core1
export DESIGN_NICKNAME = IF_core1
export VERILOG_FILES = /design/flow/design.v
export SDC_FILE = /design/flow/constraint.sdc
export NUM_CORES = 4
export LEC_CHECK = 1
export CORE_UTILIZATION = 50
export SYNTH_MEMORY_MAX_BITS = 65536
### /design/flow/constraint.sdc
current_design IF_core1

set clk_period 6.5
set clk_io_pct 0.2

create_clock -name clk0 -period $clk_period [get_ports {clk}]

set non_clock_inputs [all_inputs -no_clocks]
set_input_delay [expr $clk_period * $clk_io_pct] -clock clk0 $non_clock_inputs
set_output_delay [expr $clk_period * $clk_io_pct] -clock clk0 [all_outputs]
### /design/flow/design.v
`timescale 1ns / 1ps
module IF_core1 (
    input logic clk,
    input logic rst_n,
    input logic branch_taken,
    input logic [31:0] branch_target,
    input logic stall,
    output logic [31:0] instr_out,
    output logic [31:0] pc_out
);
  logic [31:0] instr_from_IF;
  logic [31:0] pc;
  logic [31:0] pc_to_IMEM;
  logic [31:0] pc_next;
  imem_core1 imem_inst (
      .clk(clk),
      .en(1'b1),
      .pc(pc_to_IMEM),
      .instr(instr_from_IF)
  );
  always_comb begin
    if (branch_taken) begin
      pc_next = branch_target;
    end else begin
      pc_next = pc + 4;
    end
  end
  always_ff @(posedge clk or negedge rst_n) begin
    if (!rst_n) begin
      pc <= 32'b0;
      instr_out <= 32'b0;
      pc_out <= 32'b0;
    end else begin
      if (!stall) begin
        pc_to_IMEM <= pc;
        pc <= pc_next;
      end
      instr_out <= instr_from_IF;
      pc_out <= pc;
    end
    $strobe("[CORE1] IF Stage - PC: %08h, Instruction: %032b", pc, instr_from_IF);
  end
endmodule
`timescale 1ns / 1ps
module imem_core1 #(
  parameter IMEM_BYTES = 4096,
  localparam WORDS     = IMEM_BYTES/4,
  localparam AW        = $clog2(WORDS)
) (
  input  logic         clk,
  input  logic         en,
  input  logic [31:0]  pc,
  output logic [31:0]  instr
);
  wire [AW-1:0] widx = pc[AW+1:2];
  (* rom_style = "block" *) logic [31:0] rom [0:WORDS-1];
  initial begin
    rom[0] = 32'b00000000010100000000011000010011;  
    rom[1] = 32'b00000000011000000000011010010011;  
    rom[2] = 32'b00000000110101100000011100110011;  
    rom[3] = 32'b01000000110101110000011110110011;  
    rom[4] = 32'b00000000100000000000100000010011;  
    rom[5] = 32'b00000001000010000000100010110011;  
    rom[6] = 32'b11111110000000000000000001101111;  
  end
  always_ff @(posedge clk) begin
    if (en)
      instr <= rom[widx];
  end
endmodule
### /design/flow/run.sh
#!/bin/bash
# OpenROAD 26Q1-2900-gdf79404cd8, Yosys 0.63+post, stock flow scripts
make -C /OpenROAD-flow-scripts/flow DESIGN_CONFIG=/design/flow/config.mk WORK_HOME=/design/flow/orfs finish
==> load_flow_metrics.sql <==
-- generated from flow reports
INSERT INTO impl_metrics (metric_group, metric, value, unit) VALUES
('floorplanning', 'pre_placement_core_utilization', '52.6', '%'),
('synth', 'synth.cellmix.simpleShare', '17.9', '%'),
('synth', 'ys.flops', '94', ''),
('drt', 'wl_per_cell', '15.4', 'um'),
('synth', 'synth-main-ff-cell', 'dfrtp_1', ''),
('synth', 'synth_warnings', '3', ''),
('flow_run', 'maxCapViolations', '0', ''),
('critical_path', 'worstSetupEndpointType', 'flip-flop', ''),
('timing', 'drv_slew', '0', ''),
('synth', 'syn-instance-count', '356', ''),
('cts', 'clock-root-buffer', 'clkbuf_8', ''),
('timing', 'final.setup_skew', '12.3', 'ps'),
('outcome', 'outcome', 'finished clean', ''),
('cts', 'post_cts_resize_count', '0', ''),
('floorplanning', 'die-height', '90.3', 'um'),
('layout', 'signed_area_change_from_the_synthesized_netlist_to_the_final_layout', '28.0', '%'),
('cts', 'post_cts.repair.setup_buffers', '0', ''),
('synth', 'yosys.area_share.aoi', '14.7', '%'),
('synth', 'syn-cell-area', '0.00390', 'mm2'),
('critical_path', 'arrival', '3570', 'ps'),
('critical_path', 'worstPathMaxFanout', '47', ''),
('cts', 'cts_sinks', '94', ''),
('drt', 'routed_wl', '8180', 'um'),
('timing', 'min_period', '3300', 'ps'),
('grt', 'first_global_vias', '2676', ''),
('power_and_ir_drop', 'power.density', '261', 'mW/mm2'),
('floorplanning', 'fp.coreArea', '0.00741', 'mm2'),
('floorplanning', 'floorplan.io_pins', '100', ''),
('floorplanning', 'die-area', '0.00816', 'mm2'),
('synth', 'yosys.area_share.adder', '0.321', '%'),
('floorplanning', 'chipWidth', '90.3', 'um'),
('synth', 'synth-async-reset-ratio', '83.0', '%'),
('timing', 'report.final.setup_viol', '0', ''),
('place', 'gp_congestion', '0.854', ''),
('synth', 'topCellsByArea', 'dfrtp_1 50%, dfxtp_1 6.7%, buf_4 4.0%, o21ai_0 2.7%, edfxtp_1 2.3%', ''),
('power_and_ir_drop', 'vdd_ir_drop_max', '0.000130', 'V'),
('synth', 'synth.avg_cell_area', '11.0', 'um2'),
('cts', 'clk_latency', '370', 'ps'),
('timing', 'final-hold-violation-count', '0', ''),
('grt', 'grt_max_degree', '51', ''),
('cts', 'cts.path.max_buffers', '2', ''),
('timing', 'rsz0062_at_grt', 'false', ''),
('drt', 'first_iter_violations', '192', ''),
('drt', 'via_per_inst', '5.64', ''),
('synth', 'ys_cells', '356', ''),
('timing', 'period_used_share', '50.8', '%'),
('flow_run', 'openroad.warnings', '26', ''),
('place', 'port-buffer-count', '95', ''),
('timing', 'maxSlewHeadroom', '40.1', '%'),
('min_path', 'worstHoldPathType', 'reg -> reg', ''),
('cts', 'tritoncts', 'built', ''),
('timing', 'timing.setup.tns', '0', 'ps'),
('cts', 'cts-buffers-inserted', '9', ''),
('synth', 'ys_top_logic_family', 'simple AND/OR/NAND/NOR gates', ''),
('synth', 'ys_types', '57', ''),
('timing', 'worst_pin_slew', '895', 'ps'),
('drt', 'routed-via-count', '3005', ''),
('layout', 'post_route_cells_drive_above_1_share', '7.37', '%'),
('synth', 'synth-edff-count', '3', ''),
('synth', 'post_synth_xor_area_fraction', '0', '%'),
('drt', 'post-route-drc-count', '0', ''),
('synth', 'mux_share', '1.09', '%'),
('drt', 'detailedRoute.firstPassIterationCount', '4', ''),
('place', 'post-place-cells', '517', ''),
('synth', 'synth_dominant_cell_count', 'dfrtp_1', ''),
('grt', 'antenna_violations_before_repair', '0', ''),
('layout', 'finish.cell_count_without_fillers', '533', ''),
('critical_path', 'cp_data_required_time', '6770', 'ps'),
('cts', 'clkTransAtPathRegs', '90', 'ps'),
('synth', 'synth.largest_area_cell', 'dfrtp_1', ''),
('cts', 'cts-htree-levels', '3', '');
==> stage by stage <==
step / setup WS [ps] / hold WS (ps) / cell area [um2]
floorplan: 4010 / 316 / 3910
finish: 3200 / 332 / 4990
global route: 3000 / 339 / 4990
detailed placement: 2860 / 320 / 4780
CTS: 3240 / 334 / 4990
global placement: 2940 / 317 / 4780
==> cells by family (layout without fill, tap and decap cells) <==
logic type,count (synthesis),count (layout)
AND-OR/OR-AND,85,85
adder cells (fa/ha/maj),1,1
buffers and inverters,49,124
flip-flops,94,94
multiplexers,4,4
other,2,5
AND/OR/NAND/NOR,121,121
==> area by class of cell <==
class,instances,area (um2)
Clock buffer,9,124
Clock inverter,7,91.3
Fill cell,529,2420
Inverter,10,37.5
Multi-Input combinational cell,216,1340
Sequential cell,94,2300
Tap cell,99,124
Timing Repair Buffer,98,971
==> worst max-delay path, cell delays in order <==
cell and delay [ps]:
clkdlybuf4s50_1 450, buf_4 400, inv_2 290, nor2_1 760, a311oi_1 110, a211oi_1 230
==> where the power goes <==
| part | total (mW) | switching, mW | internal [mW] |
|---|---|---|---|
| Combinational | 0.194 | 0.0703 | 0.123 |
| Sequential | 0.724 | 0.0667 | 0.658 |
| Clock | 0.387 | 0.232 | 0.155 |
| Total | 1.30 | 0.369 | 0.936 |
==> placed cells by master, fill, tap and decap left out, drive strengths merged, types with 12 or more instances in the layout <==
master,synthesis,final
nand4,17,17
nand3,14,14
dfrtp,78,78
a21oi,14,14
dfxtp,13,13
o21ai,25,25
clkdlybuf4s50,0,94
nand2,21,21
nor2,21,21
inv,10,12
nor3,14,14
==> state kept, by name, indices dropped and copies added, names as in the netlist <==
| name | cells |
|---|---|
| pc_out | 32 |
| pc_to_IMEM | 3 |
| instr_out | 14 |
| imem_inst.instr | 13 |
| pc | 32 |
==> path summary, 6_finish.rpt <==
check / end / from / depth (start not counted) / slack, ps
min in group asynchronous: instr_out[21] / rst_n / 1 / 850
max in group asynchronous: pc_out[22] / rst_n / 2 / 4740
setup / recovery: pc[19] / branch_taken / 6 / 3200
hold / removal: instr_out[29] / imem_inst.instr[29] / 0 / 330
hold reg to reg: instr_out[29] / imem_inst.instr[29] / 0 / 330
setup reg to reg: pc[30] / pc[2] / 5 / 4250
==> layer usage <==
metal / GRT usage [%] / vias up / share of wire [%]
met2: 31.7 / 129 / 45
met3: 2.91 / 16 / 5.6
met5: 0 / - / 0
li1: - / 1445 / -
met4: 3.63 / 0 / 1.8
met1: 39.0 / 1415 / 48
Power and IR drop assume default switching activity.
